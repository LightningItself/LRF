==> flow/design.v <==
module FUSION #(
    parameter PIXELS_PER_BEAT = 16,
    parameter IMAGE_DIM = 512,
    parameter DATA_WIDTH = 8*PIXELS_PER_BEAT
)(
    input clk,
    input stall,
    input [DATA_WIDTH-1:0] old_frame,
    input [DATA_WIDTH-1:0] new_frame,
    input [DATA_WIDTH-1:0] del_gauss,
    output reg [DATA_WIDTH-1:0] fused_frame
);
wire [8*PIXELS_PER_BEAT-1:0] dbar;
reg [16*PIXELS_PER_BEAT-1:0] x_dbar, y_d;
genvar j;
generate
for(j=0; j<PIXELS_PER_BEAT; j=j+1) begin
    assign dbar[j*8+:8] = ~del_gauss[j*8+:8];
    always@(posedge clk) begin
        if(~stall) begin
            x_dbar[j*16+:16] <= old_frame[j*8+:8] * dbar[j*8+:8];
            y_d[j*16+:16] <= new_frame[j*8+:8] * del_gauss[j*8+:8];
        end
    end
end
endgenerate
generate
for(j=0; j<PIXELS_PER_BEAT; j=j+1) begin
    always@(posedge clk) begin
        if(~stall) begin
            fused_frame[j*8+:8] <= (x_dbar[j*16+:16] + y_d[j*16+:16])>>8;
        end
    end
end
endgenerate
endmodule
==> flow/run.sh <==
#!/bin/bash
# OpenROAD 26Q1-2900-gdf79404cd8, Yosys 0.63+post, stock flow scripts
make -C /OpenROAD-flow-scripts/flow DESIGN_CONFIG=/design/flow/config.mk WORK_HOME=/design/flow/orfs finish
==> flow/config.mk <==
export PLATFORM = sky130hd
export DESIGN_NAME = FUSION
export DESIGN_NICKNAME = FUSION
export VERILOG_FILES = /design/flow/design.v
export SDC_FILE = /design/flow/constraint.sdc
export NUM_CORES = 4
export LEC_CHECK = 1
export CORE_UTILIZATION = 40
==> flow/constraint.sdc <==
current_design FUSION

set clk_period 7.7
set clk_io_pct 0.2

create_clock -name clk0 -period $clk_period [get_ports {clk}]

set non_clock_inputs [all_inputs -no_clocks]
set_input_delay [expr $clk_period * $clk_io_pct] -clock clk0 $non_clock_inputs
set_output_delay [expr $clk_period * $clk_io_pct] -clock clk0 [all_outputs]
==> ci_impl_report.md <==
## PnR job results

| Metric | Value |
|---|---|
| Outcome | finished clean |
| Cycle use final | between 70 and 80% |
| Cells after Synth | 9726 |
| Combinational group share of total power | a little over three fifths |
| Largest net degree at the start of global routing | 114 |
| Least-Margin Pin Slew | a little over 0.8 ns |
| Max Clock Freq | ~170 MHz |
| Die Width | 490 um |
| Reg2Reg Setup Slack | roughly 4.8 ns |
| Top FF cell, synth | edfxtp_1 |
| Register-to-Register Path Depth | 8 |
| Max Cap Viol | 0 |
| Yosys cell count | 9726 |
| Biggest area cells | fa_1 (24%), edfxtp_1 (20%), ha_1 (18%), inv_1 (7.2%), nor2b_1 (5.9%) |
| Syn. warnings | 1 |
| Hold/Removal Path Class | reg -> reg |
| Hold Slack | between 0.6 and 0.7 ns |
| Initial antenna violation count | 39 |
| Chip height | about 490 um |
| Top cells by count, synth | inv_1 (1822), ha_1 (1376), fa_1 (1152) |
| First-pass GRT wire length | between 300000 and 400000 um |
| Sequential share of power | a little under a quarter |
| Crit path cell chain | clkdlybuf4s50_1, and2_1, fa_1, fa_1, inv_1, fa_1, fa_1, inv_1, ha_1, inv_1, o21ai_0, a2111oi_0, or2_2, o21ai_0, xor2_1 |
| Setup Skew | around 0.025 ns |
| Area grow syn2layout | 12.3% |
| GR peak layer | met2 |
| Area leader, netlist | fa_1 |
| Max_slew headroom | a little under half |
| Seq cells post-synth | roughly 640 |
| DRC viols | 0 |
| Crit path launch type | input port |
| Gates resized, CTS repair | 0 |
| EDFF count, synth | approximately 640 |
| Hold path cells | 2 |
| Setup TNS | 0 ns |
| Adder Area Share | a little over two fifths |
| H-tree depth | 3 |
| Top cell area share | approximately 24% |
| Top cell type by instance count after synthesis | inv_1 |
| Most Frequent Cell on Critical Path | fa_1 |
| GRT met3 Usage | under 10% |
| Hold buffers post-CTS | 0 |
| Final Hold Vio Count | 0 |
| Fraction of layout cells with a size suffix above 1 | approximately 2.3% |
| I/O pin total | 514 |
| Comb area leader | adder cells |
| Fillers | 21600 |
| Vias in the first global route | approximately 67000 |
| Placed instance area | roughly 100000 um^2 |
| Worst path slowest cell | clkdlybuf4s50_1 |
| Clk pwr share | between 10 and 15% |
| Final cell count without fillers | about 13000 |
| Crit Path Class | in -> reg |
| First-pass detailed-route iteration total | 5 |
| Worst-path fanout max | 16 |
| Critical path's largest stage delay | 0.80 ns |
| Ys async rst share | 0% |
| Fp_density | 40.4% |
| Routed wire per std cell | 15.6 um |
| Met2 Resource Use GR | about 29% |
| FP Rows | roughly 180 |
| CTS Buffer Depth | 3 |
| Mux frac, synth | less than 1% |
| Seq/Total Area, Yosys | 20.2% |
| Layout Utilization | 45.3% |
| # clock sinks | around 640 |
| Yosys stat chip area | 95200 um^2 |
| RR Endpoint | fused_frame[63]$_DFFE_PN_ |
| Number of CTS-inserted buffers | just over 90 |
| Overall routed net length | ~210000 um |
| Cell area after synthesis | 95200 um^2 |
| Initial drt markers | approximately 2900 |
| CP required | between 8 and 9 ns |
| Min-delay src | x_dbar[159]$_DFFE_PN_ |
| # Post-CTS Setup Buffers | 0 |
| Met1 usage | 27.8% |
| CTS clk-pin slew, worst paths | 0.06 ns |
| Static Leak | 50.4 nW |
| Element type at the critical path end | flip-flop |
| Compound Share, Synth | 7.49% |
| Vias per cell | around 4.9 |
| Total GRT Usage | a little under a fifth |
| CTS tree | done |
| Clock insertion delay at the later pin of the skew report | about 0.7 ns |
| Die ar. | ~240000 um^2 |
| Antenna viol nets, final | 0 |
| Pre-CTS setup slack | 1.12 ns |
| Setup violators final | 0 |
| RSZ-0062 raised after global routing | false |
| GRT overflow | 0 |
| Mapped Avg Cell Area | 9.79 um^2 |
| WHS Endpoint | fused_frame[79]$_DFFE_PN_ |
| Design Power | 30.7 mW |
| Root buffer cell | clkbuf_16 |
| XOR Share, Synth | 3.60% |
| Final RePlAce weighted congestion | approximately 0.9 |
| Number of port buffers | about 510 |
| Max VDD drop | 0.000191 V |
| Switching Fraction | between 40% and 50% |
| Placed cells | around 13000 |
| Slew Limit Fails | 0 |
| Worst endpoint data arrival time | 6.37 ns |
| Core Area | roughly 240000 um^2 |
| Final Instance Area | about 110000 um^2 |
| Pwr/cell area | between 200 and 300 nW/um^2 |
| Sw power | roughly 13 mW |
| Tool Warnings | 29 |
| Worst Slack Setup Final | between 1.5 and 2 ns |
| Cell Type Count | just over 70 |
| Final Critical Period | 5.92 ns |
| RR Startpoint | x_dbar[113]$_DFFE_PN_ |
| Internal power | roughly 18 mW |
| Post-DP HPWL | ~170000 um |
| Simple-gate share of the synthesized area | 18.3% |
| Via Count | about 66000 |
-- power groups by stage --
stage / Combinational (mW) / Clock, mW / Sequential [mW]
finish: 19.3 / 4.28 / 7.08
CTS: 19.6 / 4.46 / 7.13
global route: 22.2 / 4.58 / 7.23
-- area by class of cell --
class | count | area, um^2 | area share, %
diodes | 16 | 40.0 | 0.0375
repair buffers | 542 | 5420 | 5.07
inverters | 1822 | 6840 | 6.40
multi-input cells | 7070 | 68400 | 64.0
flip-flops and latches | 640 | 19200 | 18.0
clock buffers | 104 | 2410 | 2.26
clock inverters | 65 | 627 | 0.587
well taps | 3150 | 3940 | 3.69
-- worst max-delay path by stage --
stage | startpoint | to | slack (ns) | cells after the start
CTS | del_gauss[59] | y_d[126]$_DFFE_PN_ | 1.90 | 15
finish | del_gauss[59] | y_d[126]$_DFFE_PN_ | 1.78 | 15
global route | del_gauss[59] | y_d[126]$_DFFE_PN_ | 1.54 | 15
-- per-layer routing --
layer | up-vias | wire (um)
met5 | - | 248
met4 | 30 | 4170
met3 | 222 | 15900
met2 | 1550 | 95200
met1 | 31900 | 93400
li1 | 32400 | -
-- logic make-up (layout without fill, tap and decap cells) --
group           after synthesis  count (layout)
buf+inv                    2016            2533
mux                           9               9
other cells                   0              16
fa+ha+maj                  2528            2528
flops                       640             640
simple gates               3067            3067
xor+xnor                    391             391
compound gates             1075            1075
-- critical path, delay by kind of cell --
family          cells  cell delay [ns]
simple gates        2             0.63
compound gates      3             0.88
fa+ha+maj           5             2.19
xor+xnor            1             0.16
buf+inv             4             0.95
-- sequential cells by signal (all words and copies together) (netlist names) --
register and flops:
fused_frame 128, x_dbar 256, y_d 256
-- placed cells by master (no fill, tap or decap), types with 37 or more instances in the layout --
master	n
inv_1	1821
ha_1	1376
fa_1	1152
nor2b_1	900
and2_1	825
edfxtp_1	640
clkdlybuf4s50_1	513
nand2_1	430
xnor2_1	305
a21oi_1	301
nor2_1	261
nand2b_1	259
o21ai_0	206
a21o_1	150
clkbuf_16	95
xor2_1	86
nand4_1	74
nor3_1	74
a21boi_0	58
or3_1	56
nor3b_1	45
nand3_1	44
a31oi_1	41
o21bai_1	37
Power and IR drop assume default switching activity.
