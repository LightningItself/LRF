[config.mk]
export PLATFORM = sky130hd
export DESIGN_NAME = hconvx
export DESIGN_NICKNAME = hconvx
export VERILOG_FILES = /design/flow/design.v
export SDC_FILE = /design/flow/constraint.sdc
export NUM_CORES = 4
export LEC_CHECK = 1
export CORE_UTILIZATION = 40
[constraint.sdc]
current_design hconvx

set clk_period 694.7
set clk_io_pct 0.2

create_clock -name clk0 -period $clk_period [get_ports {clk}]

set non_clock_inputs [all_inputs -no_clocks]
set_input_delay [expr $clk_period * $clk_io_pct] -clock clk0 $non_clock_inputs
set_output_delay [expr $clk_period * $clk_io_pct] -clock clk0 [all_outputs]
[design.v]
`timescale 1ns / 1ps
module hconvx #(parameter HIM_LEN=16'd520, hker = 3 ) (
    input clk,
    input hres,
    input [7:0] hin,
    input hclrbuffer,
    input [hker-2:0] hrowend,
    output [7:0] hout
    );
    integer i;
    reg signed [10:0] hbuff [0:(HIM_LEN+1)*(hker-1)-1];  
    reg signed [10:0] temp_out;
    wire signed [10:0] temp_hin_mulby2;
    wire [10:0] hout_beforebitselect;  
    always@(posedge clk)
    begin
        if(hres|hclrbuffer)    
        begin
            for(i=0;i<(HIM_LEN+1)*(hker-1);i=i+1)
            begin
                hbuff[i]<='d0;
            end
            temp_out<='d0;
        end
        else
        begin
                for(i=3;i<HIM_LEN*(hker-1);i=i+1)   
                begin
                    hbuff[i]<=hbuff[i-1];        
                end
                hbuff[0]<=(hrowend[0]&hrowend[1])?(-hin):'d0;
                hbuff[1]<=(hrowend[0])?(hbuff[0]-(temp_hin_mulby2)):hbuff[0];
                hbuff[2]<=(hbuff[1]-hin);
                hbuff[(HIM_LEN+1)*(hker-1)-2]<=((hrowend[0]&hrowend[1]))?(hbuff[(HIM_LEN+1)*(hker-1)-3]+hin):hbuff[(HIM_LEN+1)*(hker-1)-3];
                hbuff[(HIM_LEN+1)*(hker-1)-1]<=(hrowend[0])?(hbuff[(HIM_LEN+1)*(hker-1)-2]+temp_hin_mulby2):hbuff[(HIM_LEN+1)*(hker-1)-2];
                temp_out<=(hbuff[(HIM_LEN+1)*(hker-1)-1]+hin);
       end
    end
             assign temp_hin_mulby2=hin<<1;  
             assign hout_beforebitselect=(temp_out[10] == 1'b1)?(-temp_out[10:0]):(temp_out[10:0]);  
             assign hout=hout_beforebitselect[9:2];   
endmodule
[run.sh]
#!/bin/bash
# OpenROAD 26Q1-2900-gdf79404cd8, Yosys 0.63+post, stock flow scripts
make -C /OpenROAD-flow-scripts/flow DESIGN_CONFIG=/design/flow/config.mk WORK_HOME=/design/flow/orfs finish
==> run summary <==
Placed cells = 33600
Asr flop ratio synth = 0%
RSZ-0062 raised after global routing = false
Routed len/inst = 10.2 um
Hold Path Stages = 1
Final slew viol count = 0
Number of global-route vias before repair = 132788
R2r setup slk = 692.43 ns
Critical path, cell by cell = clkdlybuf4s50_1 -> nor2_4 -> buf_4 -> buf_4 -> buf_4 -> buf_4 -> buf_4 -> buf_4 -> buf_4 -> buf_4 -> buf_4 -> buf_4 -> and2_1
Fin area = 355000 um2
Root buffer cell = clkbuf_16
Most numerous cell in the Yosys netlist = dfxtp_1
Avg Vias per Cell = 3.91
Minimum clock period = 145.48 ns
Yosys warns = 2
Slowest-stage cell, CP = buf_4
DRC = 0
FF-to-FF path depth = 9
Netlist cell types = 57
Flops out of synthesis = 11473
Fill count = 66653
H-tree lvl count = 7
PD cells = 3.57 nW/um2
Max cap viols = 0
Yosys synthesis chip area = 309000 um2
Status = finished, final reports clean
Post-Syn Area per Cell = 12.6 um2
First-pass GRT wire length = 645000 um
Post-CTS Setup Bufs = 0
Largest net degree at the start of global routing = 251
Worst path max stage delay = 0.70 ns
Pre-antenna DRT Iters = 5
Layout Skew = 0.0822 ns
Die Span X = 880 um
Startpoint types = input pin
Maximum clock path buffer count = 5
WL final = 364000 um
Synth Cell Area = 309000 um2
Chip area = 775000 um2
Initial antenna violation count = 8
Critical path class = in2reg
Floorplan utilization = 40.1%
Maximum clock rate = 6.87 MHz
Hold_buf cts = 0
First DRT Iteration DRCs = 6737
Post-DP HPWL = 149000 um
Gpl congestion = 0.733
GRT Util Overall = 9.94%
CP endpoint kind = flop
Dpl cell area = 318000 um2
Crit path DAT = 146.51 ns
EDFF count, synth = 0
Number of standard cells reported by yosys = 24547
FP Rows = 322
Worst-Margin Slew = 0.833 ns
Synth top cells by count = dfxtp_1 (11473), and2_1 (11412), clkbuf_1 (1218)
Slew HR = 44.4%
Clock buffer count from CTS = 1169
Area growth syn-to-layout = 15.0%
Setup TNS = 0 ns
WP data required = 695.73 ns
Seq/Total Area, Yosys = 74.4%
Area leader share = 74.4%
Total grt overflow = 0
Die Span Y = 880 um
Hold Path Class = reg2reg
Layout cells sized above 1 = 7.15%
Mapped Cells = 24547
Layout Cells excl Fill = 35554
Late-Pin Clk Latency = 1.14 ns
Port Buf Inserts = 20
Post-Route Utilization = 46.2%
Top area cell types = dfxtp_1 (74%), and2_1 (23%), clkbuf_1 (1.5%), ha_1 (0.17%), buf_2 (0.091%)
Endpoints failing setup = 0
Max VDD drop = 2.67 uV
Via count = 139002
Leakage power = 0.146 uW
Ys flop type = dfxtp_1
Core Region = 769000 um2
Worst path most repeated cell = buf_4
Final ANT Viol Nets = 0
Post-layout period usage of the worst path = 20.9%
Max FO, Critical Path = 106
I/O pin count = 21
Final hold vios = 0
TritonCTS clock tree = yes
OpenROAD warning count = 171
Clock Sinks = 11473
Clock-pin slew on the worst setup and hold paths = 0.06 ns
Post-CTS sizing = 0
Post-synth top area cell = dfxtp_1
[per-layer routing]
metal	GRT usage, %	up-vias	routed length [um]
met3	2.33	1158	15900
met2	11.8	1495	124000
met5	0	-	0
li1	-	73872	-
met4	3.45	0	13600
met1	18.1	62477	210000
[placed cells by master, fill, tap and decap left out, drive strengths merged, types with 5 or more instances in the layout]
cell and count:
dfxtp 11473, and2 11412, clkbuf 1688, clkinv 160, buf 112, bufinv 65
nor2 63, inv 43, ha 41, a21oi 34, nand2 31, o21ai 28
xnor2 23, clkdlybuf4s50 20, xor2 17, clkinvlp 14, nor3 13, o21a 8
diode 7, nand3 7, nor2b 7, nand2b 7, a211oi 7, mux2i 7
a21o 5, fa 5
[per-stage QoR]
stage	power (uW)	setup WS [ns]	hold slack [ns]
final	1270	549.22	0.347
after global routing	1320	548.28	0.352
after CTS	1290	549.11	0.342
after detailed placement	682	547.88	0.410
after global placement	682	548.11	0.407
after floorplan	680	554.00	0.406
[worst max-delay path: cells and delay by family]
kind / cells / cell delay, ns
buffers and inverters: 11 / 6.81
AND/OR/NAND/NOR: 2 / 0.35
[state kept, by name, indices dropped and copies added (netlist names)]
| name | flops |
|---|---|
| hbuff | 11462 |
| temp_out | 11 |
[area by class of cell]
cell class / count / area [um2] / area share (%)
Sequential cell: 11473 / 230000 / 64.7
Antenna cell: 7 / 17.5 / 0.00494
Timing Repair Buffer: 132 / 1150 / 0.325
Clock inverter: 259 / 3240 / 0.912
Tap cell: 10206 / 12800 / 3.60
Multi-Input combinational cell: 11766 / 73900 / 20.8
Inverter: 23 / 86.3 / 0.0243
Clock buffer: 1688 / 34000 / 9.58
[worst paths after layout]
check	from	to
min reg2reg	hbuff[200][3]$_SDFF_PP0_	hbuff[201][3]$_SDFF_PP0_
min	hbuff[200][3]$_SDFF_PP0_	hbuff[201][3]$_SDFF_PP0_
max	hclrbuffer	hbuff[501][7]$_SDFF_PP0_
max reg2reg	hbuff[1041][0]$_SDFF_PP0_	temp_out[10]$_SDFF_PP0_
[power breakdown]
part / total [uW] / internal, uW / switching (uW)
clock: 599 / 362 / 236
combinational: 8.70 / 1.02 / 7.64
sequential: 658 / 658 / 0.0673
total: 1270 / 1020 / 244
[logic make-up after synthesis]
group	share of synthesized area, %
AOI/OAI and AO/OA	0.235
xor gates and xnor gates	0.114
adders and majority gates	0.199
buffers and inverters	1.62
DFF	74.4
muxes	0.0300
and+or+nand+nor	23.4
Power figures rest on the tool's default switching activity, not on a simulated workload.
