==> design/flow/design.v <==
`timescale 1ns / 1ps
module hconvg16 #(parameter HIM_LEN=16'd520, hker = 8'd3 )(
    input clk,
    input hres,
    input [15:0] hin,
    input hclrbuffer,
    input [hker-2:0] hrowend,
    output [15:0] hout,
    input step
    );
    integer i,p;
    reg [22:0] hbuff [0:(HIM_LEN+1)*(hker-1)-1];
    reg [22:0] temp_out;
    wire [16:0] temp_times2;
    wire [19:0] temp_times16;
    wire [17:0] temp_times3;
    wire [19:0] temp_times14;
    wire [21:0] temp_times60;
    wire hclrbuffer_delayedbyone;
    always@( posedge clk) begin
        if(hres|hclrbuffer) begin   
            for(i=0;i<(HIM_LEN+1)*(hker-1);i=i+1) begin
                hbuff[i]<='d0;
            end
            temp_out<='d0;
        end
        else begin
            for(p=0;p<hker-1;p=p+1) begin  
                for(i=3;i<HIM_LEN;i=i+1) begin
                    hbuff[p*HIM_LEN+i]<=hbuff[p*HIM_LEN+i-1];        
                end
            end
            hbuff[2]<=(hbuff[1]+temp_times3);
            hbuff[HIM_LEN+2]<=(hbuff[HIM_LEN+1]+temp_times14);
            temp_out<=(hbuff[(HIM_LEN+1)*(hker-1)-1]+temp_times3);
            hbuff[0]<=(hrowend[0]&hrowend[1])?temp_times3:23'd0;
            hbuff[1]<=(hrowend[0])?(hbuff[0]+temp_times14):hbuff[0];
            hbuff[HIM_LEN]<=(hrowend[0]&hrowend[1])?(hbuff[HIM_LEN-1]+temp_times14):hbuff[HIM_LEN-1];
            hbuff[HIM_LEN+1]<=(hrowend[0])?(hbuff[HIM_LEN]+temp_times60):hbuff[HIM_LEN];
            hbuff[(HIM_LEN+1)*(hker-1)-2]<=(hrowend[0]&hrowend[1])?(hbuff[(HIM_LEN+1)*(hker-1)-3]+temp_times3):hbuff[(HIM_LEN+1)*(hker-1)-3];
            hbuff[(HIM_LEN+1)*(hker-1)-1]<=(hrowend[0])?(hbuff[(HIM_LEN+1)*(hker-1)-2]+temp_times14):hbuff[(HIM_LEN+1)*(hker-1)-2];
        end
    end
    assign temp_times2=(hin<<1);  
    assign temp_times16=(hin<<4);  
    assign temp_times3=(temp_times2+hin);     
    assign temp_times14=(temp_times16-temp_times2);   
    assign temp_times60={(temp_times16-hin),2'b00};  
    assign hout=temp_out[22:7];
endmodule
==> design/flow/run.sh <==
#!/bin/bash
# OpenROAD 26Q1-2900-gdf79404cd8, Yosys 0.63+post, stock flow scripts
make -C /OpenROAD-flow-scripts/flow DESIGN_CONFIG=/design/flow/config.mk WORK_HOME=/design/flow/orfs finish
==> design/flow/config.mk <==
export PLATFORM = sky130hd
export DESIGN_NAME = hconvg16
export DESIGN_NICKNAME = hconvg16
export VERILOG_FILES = /design/flow/design.v
export SDC_FILE = /design/flow/constraint.sdc
export NUM_CORES = 4
export LEC_CHECK = 1
export CORE_UTILIZATION = 40
==> design/flow/constraint.sdc <==
current_design hconvg16

set clk_period 1159.6
set clk_io_pct 0.2

create_clock -name clk0 -period $clk_period [get_ports {clk}]

set non_clock_inputs [all_inputs -no_clocks]
set_input_delay [expr $clk_period * $clk_io_pct] -clock clk0 $non_clock_inputs
set_output_delay [expr $clk_period * $clk_io_pct] -clock clk0 [all_outputs]
==> reports/qor.log <==
INFO  detailed_routing routed_wire_length_per_instance=10.8um
INFO  hold_path      min_path_type=reg -> reg
INFO  setup_path     cp_max_fo=247
INFO  detailed_routing drt_first_iter_violations=14000
INFO  sta            finalCriticalPeriod=239.01ns
INFO  detailed_routing num_vias=292000
INFO  detailed_routing drt_pass1_iterations=5
INFO  run            max_cap_viol_count=0
INFO  cts            cts.clk_slew.worst_paths=0.06ns
INFO  grt            groute.usage.overall=10.5%
INFO  sta            fin_crit_sh=20.6%
INFO  sta            slew_headroom=37.9%
INFO  die            floorplanUtilization=40.1%
INFO  die            core-area=1580000um^2
INFO  cts            cts_buffers=2336
INFO  cts            post-cts-setup-buffers=0
INFO  power          power.ir.vdd_worst=0.00154mV
INFO  logic_synthesis async_flop_share=0%
INFO  grt            grt_start_max_net_pins=248
INFO  logic_synthesis flop_cell=sky130_fd_sc_hd__dfxtp_1
INFO  logic_synthesis synth.yosys.seq_area_share=73.9%
INFO  grt            grt_antenna_before_repair=31
INFO  status         run_status=finished, final reports clean
INFO  sta            skew=0.0844ns
INFO  setup_path     worst_setup_path_startpoint=hclrbuffer
INFO  setup_path     worstPathRequired=1160.77ns
INFO  hold_path      holdCritStartpoint=hbuff[768][1]$_SDFF_PP0_
INFO  setup_path     timing.setup.critical_path_class=in -> reg
INFO  final_layout   synthToLayoutAreaGrowth=14.9%
INFO  grt            grt_first_pass_wirelength=1380mm
INFO  cts            cts_hold_repair.buffers=0
INFO  logic_synthesis synth.yosys.warnings=2
INFO  final_layout   layout.core_utilization=46.1%
INFO  run            stage_log_warnings=265
INFO  sta            worst-slew-pin-transition=0.928ns
INFO  grt            globalRouteOverflowTotal=0
INFO  setup_path     rr_startpoint=hbuff[1039][1]$_SDFF_PP0_
INFO  cts            clock_latency=1.29ns
INFO  detailed_routing route.final.wire_length=795mm
INFO  cts            cts_tree=built
INFO  logic_synthesis syn-mean-instance-area=12.5um^2
INFO  place          place.detailed.instances=69600
INFO  logic_synthesis synth.lib_cells_used.distinct=70
INFO  power          power-per-cell-area=2.12nW/um^2
INFO  die            die_h=1.26mm
INFO  logic_synthesis summed_instance_area_of_the_synthesized_netlist=635000um^2
INFO  logic_synthesis ys_top_cells_by_count=sky130_fd_sc_hd__dfxtp_1, sky130_fd_sc_hd__and2_1, sky130_fd_sc_hd__clkbuf_1
INFO  final_layout   post_route_cells_drive_above_1_share=7.28%
INFO  logic_synthesis ys_seq_elements=23500
INFO  setup_path     cp-start-kind=input pin
INFO  sta            fin_setup_tns=0ns
INFO  logic_synthesis synthMostInstantiatedCell=sky130_fd_sc_hd__dfxtp_1
INFO  logic_synthesis synth-cells-yosys=50800
INFO  sta            hold_viol=0
INFO  logic_synthesis top_area_share=73.9%
INFO  detailed_routing post_drt_via_cell_ratio=3.96
INFO  place          count_of_port_buffers_added_during_placement=36
INFO  place          place.detailed.hpwl=359mm
INFO  sta            report.final.setup_viol=0
INFO  die            die_w=1.26mm
INFO  detailed_routing drt_drc_violations_left=0
INFO  logic_synthesis synth-area-yosys=635000um^2
INFO  cts            cts_repair_resize_count=0
INFO  logic_synthesis netlist.top_cell.by_area=sky130_fd_sc_hd__dfxtp_1
INFO  die            rows=462
INFO  cts            cts_max_path_bufs=6
INFO  cts            cts-root-buf=sky130_fd_sc_hd__clkbuf_16
INFO  cts            h-tree-depth=8
INFO  power          p_leak=301nW
INFO  logic_synthesis syn-instance-count=50800
INFO  power          report.power.total=1.55mW
INFO  place          place.gp.congestion=0.758
INFO  cts            cts_sinks=23500
INFO  sta            grt_setup_unrepaired=no
INFO  setup_path     critPathCaptureType=register
INFO  sta            fmax=0.00418GHz
INFO  die            design.die.area=1590000um^2
INFO  logic_synthesis top_cells_by_area=sky130_fd_sc_hd__dfxtp_1, sky130_fd_sc_hd__and2_1, sky130_fd_sc_hd__clkbuf_1
INFO  detailed_routing route.antenna.remaining_nets=0
INFO  die            top_level_ports=38
INFO  sta            final_max_slew_viol_count=0
INFO  setup_path     cp_data_arrival_time=240.18ns
INFO  logic_synthesis edf_count=0
INFO  final_layout   layout.cells.non_filler=73700
INFO  grt            vias_in_the_first_global_route=274000
-- where the power goes --
part           switching (mW)  total, mW  internal (mW)
clock                   0.292      0.726          0.434
sequential           0.000205      0.807          0.806
combinational          0.0137     0.0175        0.00371
-- placed cells by master, fill, tap and decap left out, types with 25 or more instances in the layout --
cell	n
sky130_fd_sc_hd__a211oi_1	28
sky130_fd_sc_hd__a21o_1	53
sky130_fd_sc_hd__a21oi_1	160
sky130_fd_sc_hd__and2_1	23300
sky130_fd_sc_hd__buf_4	269
sky130_fd_sc_hd__bufinv_16	94
sky130_fd_sc_hd__clkbuf_1	526
sky130_fd_sc_hd__clkbuf_16	2395
sky130_fd_sc_hd__clkbuf_8	534
sky130_fd_sc_hd__clkdlybuf4s50_1	35
sky130_fd_sc_hd__clkinv_2	307
sky130_fd_sc_hd__clkinv_8	27
sky130_fd_sc_hd__clkinvlp_4	38
sky130_fd_sc_hd__dfxtp_1	23500
sky130_fd_sc_hd__diode_2	25
sky130_fd_sc_hd__ha_1	202
sky130_fd_sc_hd__inv_1	57
sky130_fd_sc_hd__inv_6	74
sky130_fd_sc_hd__mux2i_1	37
sky130_fd_sc_hd__nand2_1	110
sky130_fd_sc_hd__nand3_1	32
sky130_fd_sc_hd__nor2_1	188
sky130_fd_sc_hd__nor3_1	42
sky130_fd_sc_hd__o21ai_0	89
sky130_fd_sc_hd__xnor2_1	97
sky130_fd_sc_hd__xor2_1	54
-- final timing paths --
check / endpoint / slack [ns] / depth (start not counted)
worst min-delay path: hbuff[769][1]$_SDFF_PP0_ / 0.36 / 1
worst max register to register: hbuff[1040][21]$_SDFF_PP0_ / 1156.24 / 10
worst min register to register: hbuff[769][1]$_SDFF_PP0_ / 0.36 / 1
worst max-delay path: hbuff[689][19]$_SDFF_PP0_ / 920.59 / 13
-- kinds of logic (layout without fill, tap and decap cells) --
| family | count (synthesis) | count (layout) | synth area share [%] |
|---|---|---|---|
| and+or+nand+nor | 23800 | 23800 | 23.3 |
| DFF | 23500 | 23500 | 73.9 |
| AOI/OAI and AO/OA | 471 | 471 | 0.475 |
| adders and majority gates | 210 | 210 | 0.423 |
| buffers and inverters | 2678 | 4405 | 1.58 |
| xor gates and xnor gates | 160 | 160 | 0.221 |
| muxes | 38 | 38 | 0.0601 |
| other | 0 | 25 | 0 |
-- through the flow --
stage / hold WS [ns] / instance area [um^2] / setup WS (ns)
after global routing: 0.371 / 730000 / 919.56
after global placement: 0.407 / 655000 / 919.04
final: 0.358 / 730000 / 920.59
after detailed placement: 0.410 / 655000 / 919.07
after floorplan: 0.406 / 635000 / 924.26
after CTS: 0.354 / 730000 / 920.51
-- final cells by class --
type | instances | area (um^2)
diodes | 25 | 62.6
multi-input cells | 24700 | 156000
flip-flops and latches | 23500 | 470000
clock buffers | 3455 | 69300
inverters | 58 | 218
clock inverters | 566 | 6100
repair buffers | 326 | 2800
fillers | 140000 | 853000
well taps | 21100 | 26400
-- state kept, by name, indices dropped and copies added (netlist names) --
name,cells
hbuff,23441
temp_out,16
-- critical path, stage by stage --
cell                              delay [ns]
sky130_fd_sc_hd__clkdlybuf4s50_1        0.50
sky130_fd_sc_hd__nor2_4                 0.74
sky130_fd_sc_hd__buf_4                  0.58
sky130_fd_sc_hd__buf_12                 0.49
sky130_fd_sc_hd__buf_4                  0.61
sky130_fd_sc_hd__buf_4                  0.61
sky130_fd_sc_hd__buf_4                  0.71
sky130_fd_sc_hd__buf_12                 0.55
sky130_fd_sc_hd__buf_4                  0.71
sky130_fd_sc_hd__buf_4                  0.60
sky130_fd_sc_hd__buf_4                  0.72
sky130_fd_sc_hd__buf_12                 0.52
sky130_fd_sc_hd__and2_1                 0.25
-- routing by layer --
layer	track usage [%]	up-vias	share of wire (%)
met2	12.7	3034	36
met1	19.1	133000	57
li1	-	154000	-
met5	0	-	0.0016
met4	3.03	2	2.9
met3	2.37	1980	4.7
Power and IR drop assume default switching activity.
