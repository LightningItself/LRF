--- /design/flow/run.sh ---
#!/bin/bash
# OpenROAD 26Q1-2900-gdf79404cd8, Yosys 0.63+post, stock flow scripts
make -C /OpenROAD-flow-scripts/flow DESIGN_CONFIG=/design/flow/config.mk WORK_HOME=/design/flow/orfs finish
--- /design/flow/config.mk ---
export PLATFORM = sky130hd
export DESIGN_NAME = hconvg8
export DESIGN_NICKNAME = hconvg8
export VERILOG_FILES = /design/flow/design.v
export SDC_FILE = /design/flow/constraint.sdc
export NUM_CORES = 4
export LEC_CHECK = 1
export CORE_UTILIZATION = 40
--- /design/flow/constraint.sdc ---
current_design hconvg8

set clk_period 722.3
set clk_io_pct 0.2

create_clock -name clk0 -period $clk_period [get_ports {clk}]

set non_clock_inputs [all_inputs -no_clocks]
set_input_delay [expr $clk_period * $clk_io_pct] -clock clk0 $non_clock_inputs
set_output_delay [expr $clk_period * $clk_io_pct] -clock clk0 [all_outputs]
--- /design/flow/design.v ---
`timescale 1ns / 1ps
module hconvg8 #(parameter HIM_LEN=16'd520, hker = 8'd3 ) (
    input clk,
    input hres,
    input [7:0] hin,
    input hclrbuffer,
    input [hker-2:0] hrowend,
    output [7:0] hout,
    input step
    );
    integer i,p;
    reg [14:0] hbuff [0:(HIM_LEN+1)*(hker-1)-1];
    reg [14:0] temp_out;
    wire [8:0] temp_times2;
    wire [11:0] temp_times16;
    wire [9:0] temp_times3;
    wire [11:0] temp_times14;
    wire [13:0] temp_times60;
    wire hclrbuffer_delayedbyone;
    always@(posedge clk) begin
        if(hres|hclrbuffer) begin
            for(i=0;i<(HIM_LEN+1)*(hker-1);i=i+1) begin
                hbuff[i]<='d0;
            end
            temp_out<='d0;
        end
        else begin
            for(p=0;p<hker-1;p=p+1) begin    
                for(i=3;i<HIM_LEN;i=i+1) begin
                    hbuff[p*HIM_LEN+i] <= hbuff[p*HIM_LEN+i-1];
                end
            end
            hbuff[2]<=(hbuff[1]+temp_times3);
            hbuff[HIM_LEN+2]<=(hbuff[HIM_LEN+1]+temp_times14);
            temp_out<=(hbuff[(HIM_LEN+1)*(hker-1)-1]+temp_times3);
            hbuff[0]<=(hrowend[0]&hrowend[1])?temp_times3:15'd0;
            hbuff[1]<=(hrowend[0])?(hbuff[0]+temp_times14):hbuff[0];
            hbuff[HIM_LEN]<=(hrowend[0]&hrowend[1])?(hbuff[HIM_LEN-1]+temp_times14):hbuff[HIM_LEN-1];
            hbuff[HIM_LEN+1]<=(hrowend[0])?(hbuff[HIM_LEN]+temp_times60):hbuff[HIM_LEN];
            hbuff[(HIM_LEN+1)*(hker-1)-2]<=(hrowend[0]&hrowend[1])?(hbuff[(HIM_LEN+1)*(hker-1)-3]+temp_times3):hbuff[(HIM_LEN+1)*(hker-1)-3];
            hbuff[(HIM_LEN+1)*(hker-1)-1]<=(hrowend[0])?(hbuff[(HIM_LEN+1)*(hker-1)-2]+temp_times14):hbuff[(HIM_LEN+1)*(hker-1)-2];
        end
    end
    assign temp_times2=(hin<<1);  
    assign temp_times16=(hin<<4);  
    assign temp_times3=(temp_times2+hin);     
    assign temp_times14=(temp_times16-temp_times2);   
    assign temp_times60={(temp_times16-hin),2'b00};  
    assign hout=temp_out[14:7];
endmodule
==> reports/results.ini <==
[run_status]
outcome = finished, final reports clean

[clocking]
h-tree-depth = 7
cts_tree = built
cts_hold_buf = 0
clockRootBuffer = clkbuf_16
max-clock-path-buffers = 5
cts_setup_buffers = 0
cts_resized = 0
insertion_delay_ps = 1110
cts_inserted_buffers = 1422
path_clk_slew_ps = 60
clock_sinks = 15110

[detailed_routing]
via_per_inst = 3.917
detailroute.via_count = 185000
routed_wl_um = 487800
drt_iter0_drc = 8846
drtPass1Iterations = 4
wl_per_cell_um = 10.33
final_antenna_net_count = 0
drc = 0

[final_timing]
period_needed_ps = 152680
worst_pin_slew_ps = 897.9
final.setup.worst_slack_ps = 569620
hold_viol_final = 0
finalCritPeriodShare = 0.2114
setup_viol = 0
tns_ps = 0
fmax_mhz = 6.550
relSlewSlack = 0.4014
fin_worst_skew_ps = 81.92
drv_slew = 0
grt_setup_unrepaired = false

[synth]
ys.flop_type = dfxtp_1
ys_area_um2 = 408400
yosys.stat.seqShare = 0.7408
edf_count = 0
synth_cell_types = 67
yosys_warnings = 2
syn_inst = 32570
syn_area_um2 = 408400
synth-async-reset-ratio = 0
ys_ff = 15110
ys_cells = 32570
synth_area_per_cell_um2 = 12.54

[global_route]
first_global_vias = 178600
met2_usage = 0.1268
overflow = 0
grt_usage = 0.1005
use_met3 = 0.02277
grt_pass1_wl_um = 863000
grtUsageMet1 = 0.1787
grt_max_degree = 273
antenna_found_initial = 9
busiest_layer = met1

[critical_path]
crit_chain = clkdlybuf4s50_1, nor2_4, buf_4, buf_12, buf_4, buf_4, buf_4, buf_4, buf_4, buf_4, buf_4, buf_4, buf_4, and2_1
crit_arrival_ps = 153680
crit_buf_inv = 12
path_class = in2reg
crit_required_ps = 723310
slowest_delay_ps = 810
critPathLaunchType = input pin
end_kind = flop
crit_start = hclrbuffer
crit_path_top_delay_cell = buf_4
rr_startpoint = hbuff[520][2]$_SDFF_PP0_
cp_max_fo = 202
critical_path.top_delay_family = buffers and inverters
crit_top_cell = buf_4

[floorplan]
boundaryPins = 22
die_h_um = 1012
die_area_um2 = 1025000
core_area_um2 = 1016000
die_x_um = 1012
rows = 370
fp-utilization = 0.4019

[placement]
portBuffers = 20
dp_hpwl_um = 201900
dp_slack_ps = 568170
placement.cell_area_um2 = 420500
gp_congestion = 0.7431

[power]
p_leak_nw = 193.0
vdd_drop_max_mv = 0.002229
p_per_area_nw_per_um2 = 3.417

[job]
warning_count = 237
drv_cap = 0

[min_path]
hold_start = hbuff[894][11]$_SDFF_PP0_
holdCritPathClass = reg2reg

[layout]
drive_gt1_frac = 0.07351
utilization = 0.4620
final_area_um2 = 469500
area_delta_synth_final_pct = 14.97

-- per-layer routing --
metal / part of all wire / vias to the layer above
met4: 0.028 / 0
li1: - / 98070
met2: 0.35 / 1899
met1: 0.57 / 83910
met5: 0 / -
met3: 0.046 / 1106
-- kinds of logic after synthesis --
family | count (synthesis) | synth area share
AND/OR/NAND/NOR | 15290 | 0.2331
flip-flops | 15110 | 0.7408
buffers and inverters | 1711 | 0.01611
AND-OR/OR-AND | 232 | 0.003833
adder cells (fa/ha/maj) | 119 | 0.003793
XOR/XNOR | 84 | 0.001802
multiplexers | 22 | 0.0005392
-- final cells by class --
cell class	count	area, um^2
Timing Repair Buffer	174	1577
Sequential cell	15110	302600
Antenna cell	7	17.52
Clock buffer	2077	41940
Fill cell	87330	546700
Tap cell	13580	16990
Clock inverter	507	7069
Multi-Input combinational cell	15750	99270
Inverter	23	86.33
-- registers in the layout (all words and copies together), names as in the netlist --
signal and cells:
hbuff 15105, temp_out 8
-- Yosys cell counts, drive strengths merged (3+ instances only) --
master / n / area (um^2)
nand4b: 3 / 26.28
a311oi: 4 / 35.03
a31oi: 6 / 43.79
o2111ai: 3 / 32.53
a211o: 3 / 26.28
dfxtp: 15110 / 302600
a31o: 4 / 35.03
ha: 111 / 1389
nor2b: 15 / 93.84
nor3b: 3 / 27.52
a211oi: 21 / 157.7
and2: 15010 / 93880
o211ai: 5 / 37.54
o21a: 10 / 75.07
o31ai: 3 / 36.28
o21bai: 10 / 75.07
and3: 9 / 56.30
a21o: 20 / 157.6
nand3b: 3 / 22.52
fa: 8 / 160.2
a21oi: 78 / 401.6
xor2: 20 / 175.2
inv: 23 / 86.33
a41oi: 3 / 33.79
clkbuf: 1556 / 5841
or2: 5 / 31.28
nand2b: 4 / 25.02
mux2i: 22 / 220.2
o41ai: 4 / 50.05
xnor2: 64 / 560.5
o21ai: 43 / 215.2
nand2: 63 / 236.5
nor3: 20 / 105.1
buf: 132 / 653.1
nor2: 122 / 457.9
nand3: 21 / 105.1
or3: 8 / 50.05
-- final timing paths --
path	depth (start not counted)	slack, ps	to
min reg2reg	1	350	hbuff[895][11]$_SDFF_PP0_
min	1	350	hbuff[895][11]$_SDFF_PP0_
max	14	569620	hbuff[389][0]$_SDFF_PP0_
max reg2reg	9	719500	hbuff[521][14]$_SDFF_PP0_
-- stage by stage --
stage          std cells  power [mW]  hold WS (ps)
2_1_floorplan      32570      0.8639         405.7
5_1_grt            47220       1.666         356.6
4_1_cts            47220       1.630         340.1
6_report           47230       1.604         345.9
3_3_place_gp       44640      0.8677         407.5
3_5_place_dp       44640      0.8680         409.7
-- power breakdown --
group | leakage [nW] | internal, mW | switching (mW)
Combinational | 47.3 | 0.00269 | 0.0122
Clock | 24.1 | 0.452 | 0.303
Sequential | 122 | 0.834 | 0.000123
-- placed cells by master (no fill, tap or decap), types with 37 or more instances in the layout --
| cell | Yosys | layout |
|---|---|---|
| ha_1 | 111 | 111 |
| dfxtp_1 | 15110 | 15110 |
| clkbuf_1 | 1556 | 289 |
| bufinv_16 | 0 | 133 |
| nor2_1 | 122 | 121 |
| clkbuf_8 | 0 | 345 |
| o21ai_0 | 39 | 39 |
| a21oi_1 | 77 | 77 |
| nand2_1 | 63 | 63 |
| inv_6 | 0 | 37 |
| xnor2_1 | 64 | 63 |
| clkbuf_16 | 0 | 1443 |
| clkinv_2 | 0 | 236 |
| and2_1 | 15010 | 15010 |
| buf_4 | 0 | 136 |
Power is estimated from default activity; no workload was simulated.
