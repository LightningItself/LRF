==> flow/design.v <==
`timescale 1ns / 1ps
module hconvy #(parameter HIM_LEN=16'd520, hker = 8'd3 ) (
    input clk,
    input hres,
    input [7:0] hin,
    input hclrbuffer,
    input  [hker-2:0] hrowend,
    output [7:0] hout
    );
    integer i,p;
        reg signed [10:0] hbuff [0:(HIM_LEN+1)*(hker-1)-1];  
        reg signed [10:0] temp_out;
        wire [10:0] hout_beforebitselect;  
        always@(posedge clk)
        begin
        if(hres|hclrbuffer)    
        begin
            for(i=0;i<(HIM_LEN+1)*(hker-1);i=i+1)
            begin
                hbuff[i]<='d0;
            end
            temp_out<='d0;
        end
        else
        begin
             for(p=0;p<hker-1;p=p+1)  
             begin
             for(i=3;i<HIM_LEN;i=i+1)
             begin
                hbuff[p*HIM_LEN+i]<=hbuff[p*HIM_LEN+i-1];        
             end
             end
             hbuff[1]<=hbuff[0];
             hbuff[2]<=(hbuff[1]+hin);
             hbuff[HIM_LEN+1]<=hbuff[HIM_LEN];
             hbuff[HIM_LEN+2]<=(hbuff[HIM_LEN+1]+(hin<<1));
             hbuff[(HIM_LEN+1)*(hker-1)-1]<=hbuff[(HIM_LEN+1)*(hker-1)-2];
             if(hrowend[0]&hrowend[1])                               
                begin
                hbuff[0]<=(-hin);
                hbuff[HIM_LEN]<=(hbuff[HIM_LEN-1]-(hin<<1));
                hbuff[(HIM_LEN+1)*(hker-1)-2]<=(hbuff[(HIM_LEN+1)*(hker-1)-3]-hin);
                end
             else
                begin
                hbuff[0]<=8'd0;
                hbuff[HIM_LEN]<=hbuff[HIM_LEN-1];
                hbuff[(HIM_LEN+1)*(hker-1)-2]<=hbuff[(HIM_LEN+1)*(hker-1)-3];
                end
             temp_out<=(hbuff[(HIM_LEN+1)*(hker-1)-1]+hin);   
       end
       end
             assign hout_beforebitselect=(temp_out[10] == 1'b1)?(-temp_out[10:0]):(temp_out[10:0]);  
             assign hout=hout_beforebitselect[9:2];                                      
       endmodule
==> flow/run.sh <==
#!/bin/bash
# OpenROAD 26Q1-2900-gdf79404cd8, Yosys 0.63+post, stock flow scripts
make -C /OpenROAD-flow-scripts/flow DESIGN_CONFIG=/design/flow/config.mk WORK_HOME=/design/flow/orfs finish
==> flow/config.mk <==
export PLATFORM = sky130hd
export DESIGN_NAME = hconvy
export DESIGN_NICKNAME = hconvy
export VERILOG_FILES = /design/flow/design.v
export SDC_FILE = /design/flow/constraint.sdc
export NUM_CORES = 4
export LEC_CHECK = 1
export CORE_UTILIZATION = 40
==> flow/constraint.sdc <==
current_design hconvy

set clk_period 376.7
set clk_io_pct 0.2

create_clock -name clk0 -period $clk_period [get_ports {clk}]

set non_clock_inputs [all_inputs -no_clocks]
set_input_delay [expr $clk_period * $clk_io_pct] -clock clk0 $non_clock_inputs
set_output_delay [expr $clk_period * $clk_io_pct] -clock clk0 [all_outputs]
==> notes.md <==
From the run reports.

- The flow ran to the end, and the final reports show no timing, DRC or antenna violations.
- The synthesized area per cell is approximately 13 µm².
- The critical path endpoint has a required time of 377,760 ps.
- For this run, the detailed router's first-pass iteration total came to 4.
- The placement report lists the number of port buffers as 20.
- The die area reads roughly 780,000 µm².
- The post-synthesis cell count is 24,500.
- STA classifies the critical path endpoint as a flop.
- The slack of the critical path reads between 200,000 and 300,000 ps.
- The class of the worst hold path is flop to flop.
- Across all layers, the routed design uses around 140k vias.
- The setup clock skew after layout is 67.1 ps.
- The leakage power is 0.146 µW.
- The CTS H-tree depth reads 7.
- The global router's overall resource usage reads 10.0%.
- The number of CTS-inserted buffers is between 1,000 and 1,500.
- In the Yosys stats the netlist draws on between 40 and 50 distinct library cells.
- The pin closest to its max-slew limit shows a slew of ~860 ps.
- The fraction of the yosys area taken by sequential cells reads about 74%.
- The clock net sink count reads between 10,000 and 15,000.
- The placed instance count reads between 30,000 and 40,000.
- The non-filler instance count after layout reads around 36,000.
- The post-route fraction of the period consumed by the critical path is a little over a fifth.
- The type of origin of the critical path reads an input pin.
- The flip-flop and latch area reads about 230,000 µm².
- The maximum clock frequency is roughly 12 MHz.
- The first-pass GRT wire length reads around 650 mm.
- The cell at the root of the clock tree is clkbuf_16.
- The report lists the number of cells resized after CTS as 0.
- The mean routed wirelength per cell reads between 10 and 15 µm.
- The total negative setup slack is 0 ps.
- The number of antenna violations at the first check in global routing reads 6.
- The post-cts hold-fix buffer tally is 0.
- For the worst setup path, the data arrival time is roughly 84,000 ps.
- The clock transition at the registers of the reported paths reads around 60 ps.
- The synthesis log from Yosys contains 2 warnings.
- The library cell with the largest summed area after synthesis is dfxtp_1.
- The number of synthesized register bits reads 11,500.
- The remaining global-route overflow reads 0.
- The maximum ir drop on the vdd rail is about 0.0000056 V.
- The remaining design rule violation count reads 0.
- Summing all multi-input logic gate instances after layout gives roughly 74,000 µm².
- Per the summary, power density relative to cell area is ~6.6 nW/µm².
- Per the OpenROAD floorplan log, the height of the die is just under 900 µm.
- Post-synthesis, Yosys gives the total cell area as 309,000 µm².
- Global routing used between 10% and 20% of the available met2 tracks.
- The layout overhead on the synthesized area reads 14.9%.
- The weighted congestion reported at the end of routability-driven placement is 0.733.
- The number of cell rows is between 300 and 400.
- The number of warnings in the stage logs is 177.
- The via count of the first global-routing pass reads between 100k and 150k.
- The floorplan step defined a core boundary enclosing a little under 800,000 µm².
- The worst-case clock buffer depth reads 5.
- The fraction of the core area occupied by cells at floorplan reads about two fifths.
- The pre-CTS setup slack is 292,500 ps.
- The violation count after the first detailed-route iteration reads 7,536.
- The later pin in the worst-skew pair is clocked with a latency of between 1000 and 1500 ps.
- The ratio of cells with drive above 1 in the final layout reads 7.18%.
- The count of library flops with an enable pin is 0.
- The number of cells in the yosys synthesis report reads around 25,000.
- The post-DP HPWL is ~150 mm.
- The core occupancy in the finished layout is between 40% and 50%.
- The global routing stage identified its most utilized layer as met1.
- The clock period minus worst slack is between 80,000 and 90,000 ps.
- The fill cell total of the finished layout reads between 60,000 and 70,000.
- After clock tree synthesis, the setup repair step added 0 buffers.
- In the post-route report, total wirelength is listed as 366 mm.
- The detailed-route vias per instance reads 3.90.
- The TritonCTS clock tree reads yes.
- Counting endpoints that fail hold in the final report gives 0.
- In the synthesized netlist the async set-or-reset flop fraction comes to 0%.
- The synthesized netlist occupies a cell area of 309,000 µm².
- The remaining max-slew budget at the tightest pin is 42.7%.
- The count of nets left with antenna violations once routing finished came out at 0.
- The x dimension of the die is 880 µm.
- STA lists the maximum fanout along the critical path as 202.
- The final max-slew violation count is 0.
- The proportion of netlist area held by the largest area contributor is about 74%.
- Global routing consumed, on the met3 layer, 2.75% of the routing resources.
- In the setup report, the worst path falls into the class input pin to flop.
- The number of maximum-capacitance constraint violations reads 0.
- Hold is met by 364 ps.
- The commonest register cell after synthesis is dfxtp_1.
- The pin count of the biggest net entering global routing is 235.
- The count of boundary I/O pins is 21.
- The met1 demand-to-capacity share in global routing is roughly 18%.
- The setup-violating endpoint count in the final report is 0.
- Setup repair after global routing left no endpoint under its margin.
- Ranked by total cell area, the synthesized netlist is headed by dfxtp_1 74%, and2_1 23%, clkbuf_1 1.4%, buf_2 0.19%, ha_1 0.17%.
-- sequential cells by signal, indices dropped and copies added, names as in the netlist --
name / flops
temp_out: 11
hbuff: 11462
-- through the flow --
| step | total power (µW) | cell area, µm² |
|---|---|---|
| after detailed placement | 1260 | 318000 |
| after CTS | 2370 | 355000 |
| after global routing | 2420 | 355000 |
| after floorplan | 1250 | 309000 |
| final | 2330 | 355000 |
| after global placement | 1260 | 318000 |
-- cells in the final DEF, fill, tap and decap left out, types with 22 or more instances in the layout --
| cell | synthesis | final |
|---|---|---|
| and2_1 | 11400 | 11400 |
| ha_1 | 41 | 41 |
| clkbuf_1 | 1159 | 270 |
| a21oi_1 | 33 | 33 |
| dfxtp_1 | 11500 | 11500 |
| clkinv_2 | 0 | 151 |
| clkbuf_16 | 0 | 1188 |
| inv_6 | 0 | 22 |
| bufinv_16 | 0 | 60 |
| buf_4 | 8 | 108 |
| nand2_1 | 32 | 32 |
| clkbuf_8 | 0 | 239 |
| nor2_1 | 66 | 65 |
| xnor2_1 | 22 | 22 |
| o21ai_0 | 22 | 22 |
-- synth_stat cells, types with 2 or more instances --
cell	n
and2_1	11400
o31ai_1	3
or2_2	2
nor3_1	18
o21bai_1	2
dfxtp_1	11500
fa_1	5
o21ai_0	22
nand3_1	4
xor2_1	12
xnor2_1	22
or4_1	2
nor2_1	66
or3_1	2
clkbuf_1	1159
a21oi_1	33
o31a_1	2
nor2b_1	2
o21a_1	15
o41ai_1	2
buf_2	120
buf_4	8
a31oi_1	4
nand2b_1	6
o21ai_1	2
a211oi_1	17
a211oi_2	3
nand2_1	32
and3_1	4
inv_1	19
a21o_1	9
ha_1	41
or4_4	2
-- critical path: stages --
cell and delay, ps:
clkdlybuf4s50_1 460, nor2_4 450, buf_4 590, buf_4 690, buf_12 430, buf_12 500, buf_4 560, buf_4 600
buf_4 620, buf_4 670, buf_4 680, buf_4 740, buf_4 690, and2_1 230
-- power by group --
group | switching (µW) | internal, µW
registers | 0.0907 | 1210
logic | 14.0 | 1.62
clock network | 435 | 665
-- path summary, 6_finish.rpt --
check                 startpoint         endpoint  slack [ps]  depth (start not counted)
hold reg to reg    hbuff[793][0]    hbuff[794][0]         360                          1
hold / removal     hbuff[793][0]    hbuff[794][0]         360                          1
setup / recovery      hclrbuffer    hbuff[183][8]      293930                         14
setup reg to reg  hbuff[1039][0]  hbuff[1040][10]      374340                         10
-- cell families (layout without fill, tap and decap cells) --
logic type                 count (synthesis)  in the layout  share of synthesized area [%]
AOI/OAI and AO/OA                        121            121                          0.262
xor gates and xnor gates                  34             34                         0.0965
adders and majority gates                 46             46                          0.199
buffers and inverters                   1306           2117                           1.65
DFF                                    11500          11500                           74.4
muxes                                      1              1                        0.00324
other                                      0             11                              0
and+or+nand+nor                        11600          11600                           23.4
-- cell type report --
| type | instances | share of cell area, % |
|---|---|---|
| inverters | 19 | 0.0201 |
| repair buffers | 136 | 0.330 |
| flip-flops and latches | 11500 | 64.8 |
| diodes | 11 | 0.00776 |
| clock buffers | 1697 | 9.59 |
| multi-input cells | 11800 | 20.8 |
| clock inverters | 265 | 0.872 |
| well taps | 10200 | 3.60 |
-- routing by layer --
layer / share of wire (%) / up-vias
met3: 4.9 / 970
met4: 3.0 / 0
met1: 58 / 62300
li1: - / 73900
met2: 35 / 1523
met5: 0 / -
Power is estimated from default activity; no workload was simulated.
