`flow/config.mk`:
```
export PLATFORM = sky130hd
export DESIGN_NAME = h34X30_multiplier
export DESIGN_NICKNAME = h34X30_multiplier
export VERILOG_FILES = /design/flow/design.v
export SDC_FILE = /design/flow/constraint.sdc
export NUM_CORES = 4
export LEC_CHECK = 1
export CORE_UTILIZATION = 30
```
`flow/constraint.sdc`:
```
current_design h34X30_multiplier

set clk_period 23.7
set clk_io_pct 0.2

create_clock -name clk0 -period $clk_period [get_ports {clk}]

set non_clock_inputs [all_inputs -no_clocks]
set_input_delay [expr $clk_period * $clk_io_pct] -clock clk0 $non_clock_inputs
set_output_delay [expr $clk_period * $clk_io_pct] -clock clk0 [all_outputs]
```
`flow/design.v`:
```
`timescale 1ns / 1ps
module h34X30_multiplier (   
           input clk,
           input rst,
           input signed [34:0] a,
           input signed [30:0] b,              
           output reg signed [64:0] hprod     
           );
           wire [16:0] a_lower,a_upper;
           wire [14:0] b_lower,b_upper;
           reg [31:0] alow_X_bup,alow_X_blow,aup_X_blow,aup_X_bup;
           reg [47:0] sum1,sum2;
           reg signed [64:0] sum_absolute;
           wire assign_sign;
           reg assign_sign_delayedby_1,assign_sign_delayedby_2,assign_sign_delayedby_3,assign_sign_delayedby_4;
           wire [33:0] a_mag;
           wire [29:0] b_mag;
           wire signed [64:0] hprod_calc;
                    assign a_mag=(a[34])?-a:a;
                    assign b_mag=(b[30])?-b:b;
                    assign assign_sign=a[34]^b[30];
                    assign a_lower={a_mag[16:0]};
                    assign a_upper={a_mag[33:17]};
                    assign b_lower={b_mag[14:0]};
                    assign b_upper={b_mag[29:15]};
                    assign hprod_calc=(assign_sign_delayedby_3)?(-sum_absolute):sum_absolute;
           always@(posedge clk)   
           begin
                if(rst)
                begin
                alow_X_bup<='d0;
                alow_X_blow<='d0;
                aup_X_blow<='d0;
                aup_X_bup<='d0;
                assign_sign_delayedby_1<='d0;
                sum1<='d0;
                sum2<='d0;
                assign_sign_delayedby_2<='d0;
                sum_absolute<='d0;
                assign_sign_delayedby_3<='d0;
                hprod<='d0;
                end
                else
                begin
                    alow_X_bup<=a_lower*b_upper;
                    alow_X_blow<=a_lower*b_lower;
                    aup_X_blow<=a_upper*b_lower;
                    aup_X_bup<=a_upper*b_upper;
                    assign_sign_delayedby_1<=assign_sign;
                    sum1<=alow_X_blow+{alow_X_bup,15'd0};
                    sum2<=aup_X_blow+{aup_X_bup,15'd0};
                    assign_sign_delayedby_2<=assign_sign_delayedby_1;
                    sum_absolute<=sum1+{sum2,17'd0};
                    assign_sign_delayedby_3<=assign_sign_delayedby_2;
                    hprod<=hprod_calc;
                end
           end    
    endmodule
```
`flow/run.sh`:
```
#!/bin/bash
# OpenROAD 26Q1-2900-gdf79404cd8, Yosys 0.63+post, stock flow scripts
make -C /OpenROAD-flow-scripts/flow DESIGN_CONFIG=/design/flow/config.mk WORK_HOME=/design/flow/orfs finish
```
==> impl_table.tex <==
% Implementation results table
\begin{tabular}{lr}
\hline
Metric & Value \\
\hline
\multicolumn{2}{l}{\textbf{Synth}} \\
\quad Yosys adder share & 44.08\% \\
\quad Xor/xnor share & 6.145\% \\
\quad Async set-reset flop share out of synthesis & 0\% \\
\quad Count of library flops with an enable pin & 0 \\
\quad Yosys aoi share & 8.735\% \\
\quad Post-synthesis cell count & 5595 \\
\quad Unique masters post-synth & 71 \\
\quad Mean instance size in the synthesized netlist & 8.584 sq um \\
\quad Post-synthesis mux area share & 0.2292\% \\
\quad Post-synthesis sequential element count & 357 \\
\quad Top FF cell, synth & sky130\_fd\_sc\_hd\_\_dfxtp\_1 \\
\quad Share of synthesized area occupied by flip-flops and latches & 14.88\% \\
\quad Netlist Area Pre-Place & 0.04803 sq mm \\
\quad Yosys warnings & 1 \\
\quad Main combinational cell family by area after synthesis & adder cells \\
\quad Number of cell instances after yosys synthesis & 5595 \\
\quad Post-synthesis share of cell area spent on and, or, nand and nor gates & 16.90\% \\
\quad Yosys-reported design area after synthesis & 0.04803 sq mm \\
\multicolumn{2}{l}{\textbf{Global route}} \\
\quad Vias in the first global route & 38.01k \\
\quad Maximum number of pins on one net before global-route repair & 125 \\
\quad Number of antenna violations at the first check in global routing & 6 \\
\quad First-pass GRT wire length & 220000 um \\
\quad Congestion Overflow GR & 0 \\
\quad Global-route total usage across every layer & 18.30\% \\
\multicolumn{2}{l}{\textbf{Cells and area}} \\
\quad Fraction of layout cells with a size suffix above 1 & 5.123\% \\
\quad Most common library cell in the layout ignoring fill and taps & sky130\_fd\_sc\_hd\_\_inv\_1 \\
\quad Top logic cells by instance count in the layout & sky130\_fd\_sc\_hd\_\_inv\_1 (920), sky130\_fd\_sc\_hd\_\_nor2\_1 (878), sky130\_fd\_sc\_hd\_\_fa\_1 (775) \\
\quad Layout fillers & 15.94k \\
\quad Area used by multi-input combinational logic & 0.03677 sq mm \\
\quad Area growth syn-to-layout & 12.31\% \\
\quad Storage cell area & 0.007148 sq mm \\
\multicolumn{2}{l}{\textbf{Drt}} \\
\quad Wirelength per Cell & 17.83 um \\
\quad Post-detailed-routing wire length & 139000 um \\
\quad DRC errors left & 0 \\
\quad Vias per cell & 4.762 \\
\quad Via Count & 37.11k \\
\quad DRC violation total after the first TritonRoute iteration & 2112 \\
\quad Tally of nets with antenna violations remaining after routing & 0 \\
\quad Count of TritonRoute iterations in the first routing pass & 5 \\
\multicolumn{2}{l}{\textbf{Clocking}} \\
\quad Clock buffers created by TritonCTS & 45 \\
\quad Sink count of the clock tree & 357 \\
\quad Clk\_lat worst skew & 0.59 ns \\
\quad Max H-tree Level & 2 \\
\quad Post-cts resize count & 0 \\
\quad Buffers inserted during post-CTS setup optimization & 0 \\
\quad Root buffer selected by CTS & sky130\_fd\_sc\_hd\_\_clkbuf\_16 \\
\quad Hold bufs inserted after CTS & 0 \\
\quad Clock-pin slew on the worst setup and hold paths & 0.06 ns \\
\quad Clock Path Buffers & 3 \\
\quad Clock tree from TritonCTS & yes \\
\multicolumn{2}{l}{\textbf{Final timing}} \\
\quad Transition time of the tightest slew-check pin & 0.8424 ns \\
\quad Hold Vio Cnt, Final & 0 \\
\quad Crit path time final & 13.93 ns \\
\quad Count of final max-slew check failures & 0 \\
\quad Relative slew margins & 43.10\% \\
\quad Layout Skew & 0.02772 ns \\
\quad Top achievable clock speed & 0.07179 GHz \\
\quad Worst-case setup margin in the final layout & 9.771 ns \\
\quad Total negative slack & 0 ns \\
\quad Setup violation total in the final timing report & 0 \\
\quad Cycle use final & 58.77\% \\
\quad RSZ-0062 raised after global routing & false \\
\multicolumn{2}{l}{\textbf{Die}} \\
\quad Std cell rows & 146 \\
\quad Starting utilization of the core area & 30.26\% \\
\quad I/O pin count & 133 \\
\quad Die Span Y & 402.1 um \\
\quad Area of the core region & 0.1587 sq mm \\
\quad Die x size & 402.1 um \\
\quad Die Size & 0.1617 sq mm \\
\multicolumn{2}{l}{\textbf{Setup path}} \\
\quad Endpoint arrival time on the critical path & 14.42 ns \\
\quad CP required & 24.19 ns \\
\quad Slowest stage cell on the critical path & sky130\_fd\_sc\_hd\_\_clkdlybuf4s50\_1 \\
\quad Highest net fanout along the worst path & 14 \\
\quad FF-to-FF setup slack & 19.98 ns \\
\quad Type of element capturing the critical path & register \\
\quad Delay contributed by the slowest stage of the critical path & 0.68 ns \\
\quad Kind of start point of the critical path & primary input \\
\quad Worst setup path class & in -> reg \\
\quad Dominant cell type by count on the critical path & sky130\_fd\_sc\_hd\_\_inv\_1 \\
\multicolumn{2}{l}{\textbf{Job}} \\
\quad MaxCap Viol Count & 0 \\
\quad Log Warnings & 31 \\
\multicolumn{2}{l}{\textbf{Outcome}} \\
\quad Status & finished clean \\
\multicolumn{2}{l}{\textbf{Place}} \\
\quad Port-buffer cells & 132 \\
\quad DPL Wire Length & 108400 um \\
\quad Pre-CTS setup slack & 9.264 ns \\
\quad Placer's final routability congestion estimate & 0.9612 \\
\multicolumn{2}{l}{\textbf{Min path}} \\
\quad Tightest Hold Check Type & reg -> reg \\
\hline
\end{tabular}
cell type report:
type,instances,area share (%)
multi-input combinational,4090,68.17
sequential,357,13.25
inverter,920,6.402
tap,2072,4.806
timing repair buffer,271,4.416
clock buffer,57,2.245
clock inverter,24,0.7028
antenna,2,0.009278
kinds of logic (layout without fill, tap and decap cells):
family,after synthesis,in the layout
AND/OR/NAND/NOR,1878,1878
adder cells (fa/ha/maj),1227,1227
buffers and inverters,1148,1272
AND-OR/OR-AND,638,638
flip-flops,357,357
XOR/XNOR,337,337
multiplexers,10,10
other,0,2
synth_stat cells (4+ instances only):
library cell | instances | share of area, %
sky130_fd_sc_hd__a2111oi_0 | 6 | 0.11
sky130_fd_sc_hd__a211o_1 | 6 | 0.11
sky130_fd_sc_hd__a211oi_1 | 26 | 0.41
sky130_fd_sc_hd__a21boi_0 | 7 | 0.11
sky130_fd_sc_hd__a21o_1 | 95 | 1.5
sky130_fd_sc_hd__a21oi_1 | 164 | 1.7
sky130_fd_sc_hd__a311o_1 | 4 | 0.083
sky130_fd_sc_hd__a311oi_1 | 6 | 0.11
sky130_fd_sc_hd__a31o_2 | 6 | 0.11
sky130_fd_sc_hd__a31oi_1 | 21 | 0.27
sky130_fd_sc_hd__and2_1 | 15 | 0.20
sky130_fd_sc_hd__and3_1 | 28 | 0.36
sky130_fd_sc_hd__buf_1 | 6 | 0.047
sky130_fd_sc_hd__buf_2 | 16 | 0.17
sky130_fd_sc_hd__clkbuf_1 | 205 | 1.6
sky130_fd_sc_hd__dfxtp_1 | 357 | 15
sky130_fd_sc_hd__fa_1 | 775 | 32
sky130_fd_sc_hd__ha_1 | 452 | 12
sky130_fd_sc_hd__inv_1 | 920 | 7.2
sky130_fd_sc_hd__mux2_2 | 8 | 0.19
sky130_fd_sc_hd__nand2_1 | 582 | 4.5
sky130_fd_sc_hd__nand2b_1 | 33 | 0.43
sky130_fd_sc_hd__nand3_1 | 47 | 0.49
sky130_fd_sc_hd__nand3b_1 | 6 | 0.094
sky130_fd_sc_hd__nand4_1 | 17 | 0.22
sky130_fd_sc_hd__nor2_1 | 878 | 6.9
sky130_fd_sc_hd__nor2b_1 | 103 | 1.3
sky130_fd_sc_hd__nor3_1 | 44 | 0.46
sky130_fd_sc_hd__nor3b_1 | 10 | 0.16
sky130_fd_sc_hd__nor4_1 | 14 | 0.18
sky130_fd_sc_hd__nor4b_1 | 4 | 0.073
sky130_fd_sc_hd__o211ai_1 | 8 | 0.13
sky130_fd_sc_hd__o21a_1 | 27 | 0.42
sky130_fd_sc_hd__o21ai_0 | 127 | 1.3
sky130_fd_sc_hd__o21bai_1 | 25 | 0.39
sky130_fd_sc_hd__o31a_1 | 8 | 0.15
sky130_fd_sc_hd__o31ai_1 | 48 | 0.75
sky130_fd_sc_hd__o41ai_1 | 19 | 0.35
sky130_fd_sc_hd__o41ai_2 | 5 | 0.17
sky130_fd_sc_hd__or2_2 | 12 | 0.16
sky130_fd_sc_hd__or3_1 | 36 | 0.47
sky130_fd_sc_hd__or3_4 | 4 | 0.094
sky130_fd_sc_hd__or4_1 | 31 | 0.48
sky130_fd_sc_hd__xnor2_1 | 150 | 2.7
sky130_fd_sc_hd__xor2_1 | 187 | 3.4
critical path: cells and delay by family:
family / cells / cell delay (ns)
AOI/OAI and AO/OA: 7 / 2.15
buffers and inverters: 7 / 1.40
and+or+nand+nor: 8 / 2.34
xor gates and xnor gates: 1 / 0.52
adders and majority gates: 8 / 3.26
through the flow:
stage	instances	util (%)	hold slack, ns	instance area [sq um]
after CTS	7791	33.98	0.4173	53940
after global placement	7710	32.98	0.4212	52350
final	7793	33.98	0.4307	53940
after global routing	7791	33.98	0.4321	53940
after detailed placement	7710	32.98	0.4204	52350
after floorplan	5595	-	0.4138	48030
metal layers:
layer,global-route usage [%],share of wire [%],vias to the layer above
li1,-,-,17622
met1,25.90,44,17754
met2,25.47,40,1503
met3,8.831,13,221
met4,4.540,3.3,14
met5,0.7731,0.14,-
flip-flops by register name (all words and copies together), names as in the netlist:
name,cells
assign_sign_delayedby_2,1
sum2,48
aup_X_bup,32
sum_absolute,65
aup_X_blow,32
sum1,48
assign_sign_delayedby_1,1
hprod,65
assign_sign_delayedby_3,1
alow_X_blow,32
alow_X_bup,32
path summary, 6_finish.rpt:
kind | from | end | depth (start not counted)
worst min-delay path | aup_X_blow[10] | sum2[10] | 1
worst min register to register | aup_X_blow[10] | sum2[10] | 1
worst max-delay path | a[0] | aup_X_bup[31] | 31
worst max register to register | sum1[25] | sum_absolute[47] | 10
